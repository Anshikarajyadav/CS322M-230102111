--- design/flow/design.v ---
module traffic_light(
    input wire clk,
    input wire rst,   
    input wire tick,  
    output wire ns_g, ns_y, ns_r,
    output wire ew_g, ew_y, ew_r
);
    parameter [1:0] NS_GREEN = 2'b00,
                   NS_YELLOW = 2'b01,
                   EW_GREEN = 2'b10,
                   EW_YELLOW = 2'b11;
    reg [1:0] state, next_state;
    reg [2:0] tick_counter;
    always @(*) begin
        next_state = state;
        case (state)
            NS_GREEN:  if (tick_counter == 4) next_state = NS_YELLOW;
            NS_YELLOW: if (tick_counter == 1) next_state = EW_GREEN;
            EW_GREEN:  if (tick_counter == 4) next_state = EW_YELLOW;
            EW_YELLOW: if (tick_counter == 1) next_state = NS_GREEN;
        endcase
    end
    always @(posedge clk) begin
        if (rst) begin
            state <= NS_GREEN;
            tick_counter <= 0;
        end
        else if (tick) begin
            state <= next_state;
            if (next_state != state)
                tick_counter <= 0;
            else
                tick_counter <= tick_counter + 1;
        end
    end
    assign ns_g = (state == NS_GREEN);
    assign ns_y = (state == NS_YELLOW);
    assign ns_r = ~(ns_g | ns_y);
    assign ew_g = (state == EW_GREEN);
    assign ew_y = (state == EW_YELLOW);
    assign ew_r = ~(ew_g | ew_y);
endmodule
module tick_prescaler #(
    parameter integer CLK_FREQ_HZ = 50_000_000, 
    parameter integer TICK_HZ = 1              
)(
    input wire clk,  
    input wire rst,  
    output wire tick  
);
    localparam integer MAX_COUNT = CLK_FREQ_HZ / TICK_HZ - 1;
    reg [$clog2(MAX_COUNT)-1:0] counter;
    always @(posedge clk) begin
        if (rst) begin
            counter <= 0;
        end
        else if (counter == MAX_COUNT) begin
            counter <= 0;
        end
        else begin
            counter <= counter + 1;
        end
    end
    assign tick = (counter == MAX_COUNT);
endmodule
--- design/flow/run.sh ---
#!/bin/bash
# OpenROAD 26Q1-2900-gdf79404cd8, Yosys 0.63+post, stock flow scripts
make -C /OpenROAD-flow-scripts/flow DESIGN_CONFIG=/design/flow/config.mk WORK_HOME=/design/flow/orfs finish
--- design/flow/config.mk ---
export PLATFORM = sky130hd
export DESIGN_NAME = tick_prescaler
export DESIGN_NICKNAME = tick_prescaler
export VERILOG_FILES = /design/flow/design.v
export SDC_FILE = /design/flow/constraint.sdc
export NUM_CORES = 4
export LEC_CHECK = 1
export CORE_AREA = 10 10 110 110
export DIE_AREA = 0 0 120 120
--- design/flow/constraint.sdc ---
current_design tick_prescaler

set clk_period 3.8
set clk_io_pct 0.2

create_clock -name clk0 -period $clk_period [get_ports {clk}]

set non_clock_inputs [all_inputs -no_clocks]
set_input_delay [expr $clk_period * $clk_io_pct] -clock clk0 $non_clock_inputs
set_output_delay [expr $clk_period * $clk_io_pct] -clock clk0 [all_outputs]
==> notes.md <==
yosys + openroad results -> clock root cell clkbuf_8, CP cell instances ha_1 -> nand3_1 -> or4_1 -> nor4_1 -> clkdlybuf4s50_1, post-synthesis adder-cell area fraction 1.02%, Chip Area, Yosys between 1000 and 1500 sq um, row count 36, R2R depth 6, vias in the first global route around 860, Worst EP required just over 3 ns, share of cells above drive strength 1 between 7 and 8%, Top Registers counter (26), R2R Setup Slk 1.23 ns, CP Buf/Inv Count 1, vias post-DR approximately 960, clock group share of total power 43.7%, ys flops 26, Hold WS between 0.4 and 0.5 ns, drt first pass iters 4, CP max stage delay 0.65 ns, Dominant comb cell simple AND/OR/NAND/NOR gates, synthesized instance count 139, number of flip-flops in the largest register 26, Top reg by flops counter, CTS tree built, Synth Seq Share approximately 43%, Synth Area in Compound Gates between 10% and 20%, nature of the critical path startpoint register, critical path class reg2out, Worst EP arrival around 2.5 ns, max_cap viols 0, Mux cell area share 0%, worst-margin pin slew roughly 0.66 ns, RSZ-0062 raised after global routing no, final instance count without filler cells ~270, CP delay by family, top simple AND/OR/NAND/NOR gates, Slew Viols, Final 0, Clock Skews about 0.0048 ns, CP max-delay cell or4_1, initial antenna violation count 0, Hold Buf Count CTS 0, All-Layer GR Usage under 10%, total wire length 2250 um, clock sinks 26, Max Clk Rate just over 300 MHz, worst-path maximum fanout 6, largest net degree at the start of global routing 18, final core utilization approximately 15%, fp util between 10% and 20%, die height about 120 um, clock latency at the later pin of the worst-skew pair 0.27 ns, Critical Path Stages 5, Final Hold Vio Count 0, die width 120 um, top cells, area dfxtp_1 43%, xor2_1 6.5%, nand4_1 5.1%, H-tree Lvls 1, Iter 0 DRT Violations ~50, antenna diode count 0, DR WL/cell slightly above 8 um, switching share of total power 18.1%, cell taking the most area after synthesis dfxtp_1, syn avg cell area between 8 and 9 sq um, maximum VDD drop about 110 uV, min cycle time layout 3.21 ns, number of antenna-violating nets in the routed design 0, Setup Buffers After CTS 0, setup tns final 0 ns, IO buf count 2, area grow syn2layout 18.4%, post_cts resized 0, most frequent cells in the layout 26 x dfxtp_1, 14 x nor2_1, 12 x a21oi_1, 10 x nand4_1, Setup Viol. Count Final 0, Overflow after GRT 0, ys cells 139, Tcrit/Tclk final 84.5%, XOR/XNOR Fraction of Synth Area around 8.6%, Power Internal ~0.42 mW, clock-pin slew on the worst setup and hold paths 0.09 ns, CP Capture Type output port, RD Place Congestion 0.804, core area ~9800 sq um, Bufs on Longest Clock Path 2, Hold Path Stages 1, Ys Warns 1, dominant logic cell type in the layout dfxtp_1, Psw just over 0.09 mW, Gate power share 2.4%, max-slew headroom at the worst pin between 50% and 60%, Cell Pwr Density approximately 360 nW/um^2, Netlist Area Pre-Place between 1000 and 1500 sq um, Lkg Pwr roughly 0.44 nW, CTS Buf Count 3, HPWL after detailed placement around 1600 um, status finished, final reports clean, area share, top type 42.6%, die area approximately 14000 sq um, Cells after DPL 269, register share of total power 53.9%, Synth cell types 26, first-pass GRT wire length 3820 um, via/cell ratio 3.53, tool warnings 25, Residual DRC 0, Hold Crit Class reg2reg, IO Pins 3, yosys simple share a little under a third
-- cells by family (layout without fill, tap and decap cells) --
group	count (synthesis)	after routing
AOI/OAI and AO/OA	25	25
adders and majority gates	1	1
DFF	26	26
and+or+nand+nor	66	66
buffers and inverters	9	10
xor gates and xnor gates	12	12
-- synthesized netlist by cell type, drive strengths merged --
cell type,number
and3,4
nor2,14
ha,1
xor2,9
a21oi,12
and4,3
nor4,2
or4,7
nand4,10
or3,7
clkbuf,2
and2,1
o41ai,1
o21ai,6
nand2,9
nand3,8
dfxtp,26
inv,3
xnor2,3
nand3b,1
buf,4
o31ai,6
-- metrics by stage --
stage                     instance area (sq um)  power (mW)  setup slack, ns
final                                      1450       0.514            0.590
after detailed placement                   1380       0.296            0.887
after global placement                     1380       0.296            0.926
after floorplan                            1220       0.294             1.61
after CTS                                  1450       0.523            0.573
after global routing                       1450       0.535            0.453
-- per-layer routing --
layer / vias up / track usage [%] / routed length, um
li1: 514 / - / -
met1: 440 / 4.07 / 1150
met2: 5 / 4.64 / 969
met3: 4 / 1.24 / 105
met4: 0 / 0.528 / 27
met5: - / 0 / 0
-- final cells by class --
class / instances / area, sq um
timing repair buffer: 3 / 27.5
sequential: 26 / 520
fill: 1110 / 8330
clock inverter: 1 / 30.0
multi-input combinational: 104 / 649
clock buffer: 3 / 41.3
inverter: 3 / 11.3
tap: 133 / 166
-- final timing paths --
check | startpoint | endpoint
min | counter[0]$_SDFF_PP0_ | counter[0]$_SDFF_PP0_
max | counter[0]$_SDFF_PP0_ | tick
max reg2reg | counter[0]$_SDFF_PP0_ | counter[2]$_SDFF_PP0_
min reg2reg | counter[0]$_SDFF_PP0_ | counter[0]$_SDFF_PP0_
-- power by group through the flow --
stage	clock, mW	combinational (mW)	sequential (mW)
final	0.225	0.0122	0.277
after global routing	0.244	0.0133	0.278
after CTS	0.233	0.0123	0.277
Power and IR drop assume default switching activity.
