==> flow/config.mk <==
export PLATFORM = sky130hd
export DESIGN_NAME = link_top
export DESIGN_NICKNAME = link_top
export VERILOG_FILES = /design/flow/design.v
export SDC_FILE = /design/flow/constraint.sdc
export NUM_CORES = 4
export LEC_CHECK = 1
export CORE_AREA = 10 10 71 71
export DIE_AREA = 0 0 81 81
==> flow/constraint.sdc <==
current_design link_top

set clk_period 1.1
set clk_io_pct 0.2

create_clock -name clk0 -period $clk_period [get_ports {clk}]

set non_clock_inputs [all_inputs -no_clocks]
set_input_delay [expr $clk_period * $clk_io_pct] -clock clk0 $non_clock_inputs
set_output_delay [expr $clk_period * $clk_io_pct] -clock clk0 [all_outputs]
==> flow/design.v <==
module link_top(
    input wire clk,
    input wire rst,
    output wire done
);
    wire req, ack;
    wire [7:0] data;
    master_fsm master (
        .clk(clk),
        .rst(rst),
        .ack(ack),
        .req(req),
        .data(data),
        .done(done)
    );
    slave_fsm slave (
        .clk(clk),
        .rst(rst),
        .req(req),
        .data(data),
        .ack(ack)
    );
endmodule
module master_fsm(
    input wire clk,
    input wire rst,
    input wire ack,
    output reg req,
    output reg [7:0] data,
    output reg done
);
    parameter [1:0] IDLE = 2'b00,
                   SEND = 2'b01,
                   WAIT_ACK = 2'b10,
                   COMPLETE = 2'b11;
    reg [1:0] state, next_state;
    reg [1:0] byte_count;
    reg [7:0] data_values [0:3]; 
    initial begin
        data_values[0] = 8'hA5;
        data_values[1] = 8'h3C;
        data_values[2] = 8'h7E;
        data_values[3] = 8'hD9;
    end
    always @(*) begin
        next_state = state;
        case (state)
            IDLE: next_state = SEND;
            SEND: next_state = WAIT_ACK;
            WAIT_ACK: begin
                if (ack) next_state = (byte_count == 3) ? COMPLETE : SEND;
            end
            COMPLETE: next_state = IDLE;
        endcase
    end
    always @(posedge clk) begin
        if (rst) begin
            state <= IDLE;
            byte_count <= 0;
            req <= 0;
            done <= 0;
            data <= 0;
        end
        else begin
            state <= next_state;
            case (state)
                IDLE: begin
                    byte_count <= 0;
                    done <= 0;
                end
                SEND: begin
                    req <= 1;
                    data <= data_values[byte_count];
                end
                WAIT_ACK: begin
                    if (ack) begin
                        req <= 0;
                        byte_count <= byte_count + 1;
                    end
                end
                COMPLETE: begin
                    done <= 1;
                end
            endcase
        end
    end
endmodule
module slave_fsm(
    input wire clk,
    input wire rst,
    input wire req,
    input wire [7:0] data,
    output reg ack
);
    parameter [1:0] IDLE = 2'b00,
                   LATCH = 2'b01,
                   HOLD_ACK = 2'b10,
                   WAIT_REQ = 2'b11;
    reg [1:0] state, next_state;
    reg [1:0] hold_counter;
    reg [7:0] latched_data;
    always @(*) begin
        next_state = state;
        case (state)
            IDLE: if (req) next_state = LATCH;
            LATCH: next_state = HOLD_ACK;
            HOLD_ACK: begin
                if (hold_counter == 1) next_state = WAIT_REQ;
            end
            WAIT_REQ: if (~req) next_state = IDLE;
        endcase
    end
    always @(posedge clk) begin
        if (rst) begin
            state <= IDLE;
            ack <= 0;
            hold_counter <= 0;
            latched_data <= 0;
        end
        else begin
            state <= next_state;
            case (state)
                IDLE: begin
                    ack <= 0;
                    hold_counter <= 0;
                end
                LATCH: begin
                    latched_data <= data;
                    ack <= 1;
                end
                HOLD_ACK: begin
                    hold_counter <= hold_counter + 1;
                end
                WAIT_REQ: begin
                    ack <= 0;
                    hold_counter <= 0;
                end
            endcase
        end
    end
endmodule
==> flow/run.sh <==
#!/bin/bash
# OpenROAD 26Q1-2900-gdf79404cd8, Yosys 0.63+post, stock flow scripts
make -C /OpenROAD-flow-scripts/flow DESIGN_CONFIG=/design/flow/config.mk WORK_HOME=/design/flow/orfs finish
==> deck_impl_summary.md <==
Implementation Results

Critical path
  – Critical Path Fanout Max: 3
  – R2r worst-path depth: 2
  – CP max-delay cell: clkdlybuf4s50_1
  – CP cell instances: clkdlybuf4s50_1, or3_4, a211oi_2
  – Crit path required time: 1.27 ns
  – CP max stage delay: 0.42 ns
  – Reg-to-reg endpoint: slave.hold_counter[1]$_SDFFE_PP0P_
  – Worst reg2reg path startpoint: slave.state[3]$_DFF_P_
  – Crit path buf inv count: 1
  – Critical Path End Type: register
  – Arrival @ worst endpoint: 1.18 ns
  – Startpoint types: input pin
  – CP top delay family: buffers and inverters
  – CP Class: in2reg
  – R2R Setup Slk: 0.12 ns

Detailed routing
  – ANT nets after route: 0
  – Top layer in use: met3
  – Total Wirelength: 863 um
  – Via count: 377
  – Pre-Repair DR Iteration Count: 4
  – Met2 WL: 316 um
  – Wirelength per Cell: 7.92 um
  – Inserted Diodes: 0
  – 1st-iter DRT viols: 18
  – Met3 WL post-DR: 74 um
  – Wire length on met1: 472 um
  – DRC: 0
  – Vias per cell: 3.46

Floorplanning
  – Overall die height: 81 um
  – Die Width: 81 um
  – # IOs: 3
  – Fp util: 0.154
  – # rows: 22
  – Die area: 6560 um^2
  – Core area: 3630 um^2

Clocking
  – CTS tree: built
  – H-tree depth: 1
  – CTS buffer count: 3
  – CTS root buf: clkbuf_8
  – Clock-pin slew on the worst setup and hold paths: 0.06 ns
  – Clock buffer depth: 2
  – Worst skew pair latency: 0.24 ns
  – Sink Count: 15

GRT
  – Initial antenna violation count: 0
  – Number of global-route vias before repair: 359
  – First-pass GRT wire length: 1500 um
  – Remaining global-route overflow: 0
  – Total GRT Usage: 0.0284
  – Pin count of the biggest net entering global routing: 14

Logic synthesis
  – Asr flop ratio synth: 0
  – Cell type with the largest total area: dfxtp_1
  – MUX area fraction: 0.0201
  – Top cells by area: dfxtp_1 54%, nand2b_1 5.6%, a21oi_1 5.4%, a211oi_2 4.5%, ha_1 4.5%
  – XOR Share, Synth: 0.0156
  – EDFF count, synth: 0
  – Flops after synth: 15
  – Count leader, synth: dfxtp_1
  – Top cells by count, synth: 15 x dfxtp_1, 6 x a21oi_1, 6 x nor2_1, 5 x inv_1, 5 x nand2b_1
  – Mean Syn Cell Area: 10.4 um^2
  – Synth Cell Area: 561 um^2
  – Simple-Gate Area Share: 0.190
  – Commonest register cell after synthesis: dfxtp_1
  – Top logic family: simple AND/OR/NAND/NOR gates
  – Synth top area share: 0.536
  – Synth Seq Share: 0.536
  – Area share of fa/ha/maj cells after synthesis: 0.0446
  – Ys cells: 54
  – YS chip area: 561 um^2
  – Mapped Cells: 54
  – Post-synthesis compound-gate area fraction: 0.152
  – Synth unique cells: 20
  – Yosys warnings: 2

Power and ir drop
  – Pwr dens: 1530 nW/um^2
  – Switching share of power: 0.202
  – Seq pwr share: 0.540
  – Combinational power share: 0.053
  – Net Switching: 0.000215 W
  – Leakage: 0.257 nW
  – Worst VDD drop: 0.468 mV
  – Internal: 0.000848 W
  – Total Power: 0.00106 W
  – Clk pwr share: 0.407

Final timing
  – Final Setup Violations: 0
  – Final hold vios: 0
  – Clock Skews: 0.00235 ns
  – Worst Tran Pin Value: 0.236 ns
  – Slew Limit Fails: 0
  – Tcrit/Tclk final: 0.922
  – Setup ws final: 0.0860 ns
  – Min Tclk post-route: 1.01 ns
  – Relative slew slack: 0.842
  – RSZ-0062 raised after global routing: false
  – Fmax: 0.986 GHz

Place
  – Routability Congestion: 0.700
  – Dpl ws: -0.225 ns
  – Port Buffers: 2
  – Placed insts: 105

Flow run
  – Total of max-cap violations: 0
  – OpenROAD warnings: 25

Cells and area
  – Layout cells sized above 1: 0.197
  – Layout area overhead: 24.1%
  – Final cell utilization of the core: 0.191
  – Post-Layout Cell Count: 109

Min path
  – Hold_sp: master.state[3]$_DFF_P_
  – Hold Path Sink: master.done$_SDFFE_PP0P_
  – Hold Crit Depth: 2
  – Hold WC Path Type: reg2reg

Outcome
  – Status: complete, no violations
## placed cells by master, fill, tap and decap left out, drive strengths merged, types with 2 or more instances in the layout
cell,instances
nand2b,5
inv,5
buf,2
clkbuf,4
a21oi,6
ha,2
dfxtp,15
a211oi,2
nor2,6
## area by class of cell
class	count	area [um^2]
clock buffers	4	45.0
fillers	406	2940
multi-input cells	33	236
well taps	48	60.1
inverters	5	18.8
repair buffers	4	33.8
flip-flops and latches	15	302
## per-layer routing
layer / vias to the layer above / track usage
met1: 173 / 0.0367
met5: - / 0
met4: 0 / 0.00173
li1: 200 / -
met2: 4 / 0.0390
met3: 0 / 0.0212
## state kept, by name, indices dropped and copies added, names as in the netlist
register            flops
slave.hold_counter      2
master.byte_count       2
master.done             1
master.state            4
slave.ack               1
slave.state             4
master.req              1
## tightest hold or removal path, cell delays in order (launching register included)
cell and delay, ns:
dfxtp_1 0.31, inv_1 0.05, a21oi_1 0.05
## what timing repair did
action / CTS / global route
resized: 2 / 0
setup buffers: 0 / 0
pin swaps: 0 / 1
setup endpoints to repair: 1 / 1
hold buffers: 0 / 0
gates cloned: 0 / 0
## worst max-delay path by stage
stage,from,end,slack (ns),depth (start not counted)
CTS,rst,slave.hold_counter[1]$_SDFFE_PP0P_,0.03,3
global route,rst,master.byte_count[1]$_SDFFE_PP0P_,0.02,4
finish,rst,slave.hold_counter[1]$_SDFFE_PP0P_,0.09,3
## power groups by stage
stage | sequential (W) | clock, W | combinational [W]
6_report | 0.000574 | 0.000432 | 0.0000568
5_1_grt | 0.000576 | 0.000473 | 0.0000621
4_1_cts | 0.000573 | 0.000453 | 0.0000566
## stage by stage
step | instance area, um^2 | setup TNS (ns) | hold WS, ns
2_1_floorplan | 561 | 0 | 0.400
3_3_place_gp | 651 | -0.760 | 0.420
3_5_place_dp | 651 | -0.937 | 0.429
4_1_cts | 696 | 0 | 0.435
5_1_grt | 696 | 0 | 0.459
6_report | 696 | 0 | 0.439
## cell families after synthesis
kind of cell | after synthesis
DFF | 15
buffers and inverters | 6
and+or+nand+nor | 17
AOI/OAI and AO/OA | 12
muxes | 1
adders and majority gates | 2
xor gates and xnor gates | 1
Power and IR drop assume default switching activity.
